File: flow/config.mk
export PLATFORM = sky130hd
export DESIGN_NAME = asm_write
export DESIGN_NICKNAME = asm_write
export VERILOG_FILES = /design/flow/design.v
export SDC_FILE = /design/flow/constraint.sdc
export NUM_CORES = 4
export LEC_CHECK = 1
export CORE_UTILIZATION = 30
File: flow/constraint.sdc
current_design asm_write

set clk_period 3.2
set clk_io_pct 0.2

create_clock -name clk0 -period $clk_period [get_ports {clk}]

set non_clock_inputs [all_inputs -no_clocks]
set_input_delay [expr $clk_period * $clk_io_pct] -clock clk0 $non_clock_inputs
set_output_delay [expr $clk_period * $clk_io_pct] -clock clk0 [all_outputs]
File: flow/design.v
module asm_write (clk, rstn, write, ce, sclk, io, data_sec_0, data_sec_1, data_min_0, data_min_1);
	input clk, rstn, write;
	input [3:0] data_sec_0, data_sec_1, data_min_0, data_min_1;
	output logic ce, sclk, io;
	parameter IDLE = 3'b001; parameter SINGLE_WRITE = 3'b010; parameter SECOND_WRITE = 3'b011; parameter MINUTE_WRITE = 3'b100;
	parameter ADR_WR_CREG = 8'b10001110;
	parameter WP = 8'b00000000;
	logic [7:0] sec_dat; 
	logic [7:0] min_dat; 
	assign sec_dat = {data_sec_1, data_sec_0};
	assign min_dat = {data_min_1, data_min_0};
	parameter ADR_WR_SEC_COM = 8'b10000001;
	parameter ADR_WR_MIN_COM = 8'b10000010;
	logic [2:0] state; logic [2:0] next_state;
	logic [1:0] cnt_4;
	logic [3:0] cnt_8;    
	logic [15:0] data;
	logic [1:0] flag = 2'b00;
	always_ff @(posedge clk or negedge rstn)
	begin
		if (!rstn) 
			state <= IDLE;
		else  
			state <= next_state;
	end
	always_latch
	begin
		case (state)
			IDLE:
				if (write == 1'b0 && flag == 2'b10)
					next_state = MINUTE_WRITE;
				else if (write == 1'b0 && flag == 2'b01)
					next_state = SECOND_WRITE;	
				else if (write == 1'b0 && flag != 2'b11)
					next_state = SINGLE_WRITE;
			SINGLE_WRITE: 
				if ((cnt_8 == 4'd15) && (cnt_4 == 2'd3))
				begin
					flag = 2'b01;
					next_state = IDLE;
				end
			SECOND_WRITE:
				if ((cnt_8 == 4'd15) && (cnt_4 == 2'd3))
				begin
					flag = 2'b10;
					next_state = IDLE;	
				end
			MINUTE_WRITE:
				if ((cnt_8 == 4'd15) && (cnt_4 == 2'd3))
				begin
					flag = 2'b11;
					next_state = IDLE;	
				end			
			default : next_state = IDLE;
		endcase
	end
	always_ff @(posedge clk or negedge rstn)
	begin
		if (rstn == 1'b0) 
			data <= 16'd0; 
		else if (state == IDLE && next_state == SINGLE_WRITE)
			data <= {WP, ADR_WR_CREG};
		else if (state == IDLE && next_state == SECOND_WRITE)
			data <= {sec_dat, ADR_WR_SEC_COM};
		else if (state == IDLE && next_state == MINUTE_WRITE)
			data <= {min_dat, ADR_WR_MIN_COM};
		else if (cnt_4 == 2'd3)
			data <= {1'b0, data[15:1]};
	end
	assign io = data[0];
	always_ff @(posedge clk or negedge rstn)
	begin
		if (rstn == 1'b0) 
			sclk <= 1'b0; 
		else if (cnt_4[0])
			sclk <= ~sclk;
	end
	assign ce = (state != (IDLE));
	always_ff @(posedge clk or negedge rstn)
	begin
		if (rstn == 1'b0) 
			cnt_4 <= 2'b0; 
		else  if (ce == 1'd1) 
			cnt_4 <= cnt_4 + 2'b1; 
	end
	always_ff @(posedge clk or negedge rstn)
	begin
		if (rstn == 1'b0) 
			cnt_8 <= 4'b0; 
		else if (cnt_4 == 2'd3) 
		begin 
			cnt_8 <= cnt_8+ 1'b1; 
			if ((cnt_8 == 4'd15)) 
				cnt_8 <= 4'b0; 
		end
	end
endmodule
`timescale 1ns/ 1ps
module asm_write_tb;
	logic clk;
	logic rstn;
	logic write;
	logic [3:0] data_sec_0, data_sec_1, data_min_0, data_min_1;
	wire ce;
	wire sclk;
	wire io;
	asm_write simulation(.clk(clk), .write(write), .rstn(rstn), .ce(ce), .sclk(sclk), .io(io), .data_sec_0(data_sec_0), .data_sec_1(data_sec_1), .data_min_0(data_min_0), .data_min_1(data_min_1));
	initial begin
		clk = 1'b0; rstn = 1'b0; data_sec_0 = 3'd2; data_sec_1 = 3'd1; data_min_0 = 3'd3; data_min_1 = 3'd2; 
		write = 1'b1; 
		#10;
		rstn = 1'b1; 
		#10;
		write = 1'b0; 
		#20;
		write = 1'b1;
	end
	always #10 clk = ~clk;
endmodule
File: flow/run.sh
#!/bin/bash
# OpenROAD 26Q1-2900-gdf79404cd8, Yosys 0.63+post, stock flow scripts
make -C /OpenROAD-flow-scripts/flow DESIGN_CONFIG=/design/flow/config.mk WORK_HOME=/design/flow/orfs finish
==> CHANGELOG.md <==
### Changed

* Final clock skew at 0.00430 ns
* Flop-to-flop setup slack at 0.99 ns
* Top cells, area: dfrtp_1 (44%), nand3_1 (6.3%), dlxtn_1 (5.3%), a32o_1 (4.9%), o21ai_0 (3.9%)
* Clock slew at reported path FFs at 0.09 ns
* ANT cells at 0
* Core Util at FP at 31.9%
* EDFF count, synth at 0
* CP Launch Type: flip-flop
* Antenna Violating Nets Remaining at 0
* Yosys stat cell total at 141
* Pin count of the biggest net entering global routing at 27
* Clock H-tree levels at 1
* Most used DFF post-synth: dfrtp_1
* Met2 Use GR at 19.6%
* Most instantiated logic cells after routing: dfrtp_1 (25), clkdlybuf4s50_1 (21), nand3_1 (18)
* Worst Hold Slack at 0.465 ns
* Post-Syn Area at 1430 sq um
* Async SR Flop Fraction at 83.9%
* Fmax at 393 MHz
* Mapped Avg Cell Area at 10.1 sq um
* Worst Hold End: sclk
* CP max FO at 11
* Worst-Skew Late Latency at 0.27 ns
* Endpoints left unconstrained at 8
* CP arrival at 1.90 ns
* Input/output buffers at 21
* Worst r2r src: state[0]
* Drt total wl at 2.83 mm
* Layout cell share with drive strength beyond 1 at 10.4%
* GRT busiest layer: met1
* Slew headroom at 53.5%
* Met1 Track Usage GR at 20.4%
* Hold WC Path Type: reg -> reg
* CTS Buffer Depth at 2
* Flop and latch count out of synthesis at 31
* Drt via density at 5.06
* Hold buffers post-CTS at 0
* Fin util at 39.6%
* Slew Limit Fails at 0
* Yosys cell types at 40
* Core ar. at 4470 sq um
* VDD IR max at 191 uV
* CTS tree: done
* Register area at 727 sq um
* Crit path max-delay family: buffers and inverters
* Die Size at 5040 sq um
* Tool warnings at 25
* Power Density at 528 nW/um^2
* Initial antenna violation count at 0
* Worst-path cell chain: nor3b_4 > inv_2 > clkdlybuf4s50_1
* Post-DP HPWL at 2.00 mm
* Number of top-level pins at 22
* Logic area at 663 sq um
* DR WL/cell at 13.2 microns
* Crit path DRT at 2.56 ns
* GPL Wtd Cong at 0.814
* Critical Path Sink Type: output port
* Number of global-route vias before repair at 1,073
* YS chip area at 1430 sq um
* Num CTS Buffers at 3
* Endpoints failing hold at 0
* Slew at the pin closest to its max-slew limit at 0.698 ns
* RSZ-0062 raised after global routing: no
* Root buffer cell: clkbuf_8
* Top-area cell share at 43.8%
* Dominant logic cell type in the layout: dfrtp_1
* Initial DRC Count at 55
* CTS resizes at 0
* Period utilization at 79.5%
* GR Overflow Total at 0
* Hold-critical path depth at 1
* Die Span X at 71.0 microns
* Register pins left without a clock at 5
* Outcome: complete, no violations
* Met3 usage at 1.45%
* First-pass GRT wire length at 5.02 mm
* Crit Path Class: reg -> out
* Yosys warning count at 1
* Tot GR Track Use at 12.6%
* FF-to-FF path depth at 5
* Place WS at 0.967 ns
* Setup Fix Bufs, Post-CTS at 0
* Hold Crit Start: sclk
* CP bufs+invs at 2
* Drt drc at 0
* Finish-stage setup viols at 0
* Setup ws final at 0.657 ns
* Total number of vias at 1,088
* Tmin final at 2.54 ns
* Area Growth Syn to Fin at 24.0%
* Height of the die at 71.0 microns
* Synth area leader: dfrtp_1
* Leak at 0.766 nW
* Fillers at 420
* Setup TNS at 0 ns
* Max cap viols at 0
* Total chip power at 935 uW
* Syn Inst Count at 141
* CP max-delay cell: dfstp_2
* DRT Pass-1 Iters at 6
* Critical path's largest stage delay at 0.57 ns
* Row Count at 24
* R2R Path End: data[9]
[cells in the mapped netlist, drive strengths merged (2+ instances only)]
library cell  count
nor2b             3
or2               8
nand2b            2
nand4             2
dlxtn             5
nor2              8
buf               3
o21ai            13
inv               3
a21oi             4
a2bb2oi           2
nand2             9
xnor2             3
nor3b             3
a32o              7
clkbuf            3
mux2i             3
nand3            18
a21o              2
ha                2
o21a              2
dfrtp            25
[area by class of cell]
type	instances	share of cell area (%)
Clock buffer	3	2.33
Timing Repair Buffer	24	13.1
Multi-Input combinational cell	101	37.5
Clock inverter	1	1.70
Sequential cell	31	41.1
Tap cell	52	3.67
Inverter	3	0.636
[how the worst max path moves through the flow]
stage         cells past startpoint  endpoint  slack, ns  startpoint
finish                            3        ce       0.66    state[0]
global route                      3        ce       0.50    state[0]
CTS                               3        ce       0.65    state[0]
[logic make-up (layout without fill, tap and decap cells)]
kind of cell / Yosys count / count (layout) / synth area share, %
xor gates and xnor gates: 4 / 4 / 2.45
adders and majority gates: 2 / 2 / 1.75
and+or+nand+nor: 57 / 57 / 22.7
latches: 5 / 5 / 5.26
DFF: 26 / 26 / 45.7
AOI/OAI and AO/OA: 34 / 34 / 16.7
buffers and inverters: 9 / 31 / 2.63
muxes: 4 / 4 / 2.89
[sequential cells by signal, indices dropped and copies added (netlist names)]
name        flops
cnt_8           4
flag            2
cnt_4           2
sclk            1
data           16
state           3
next_state      3
[metrics by stage]
step | std cells | cell area (sq um)
5_1_grt | 215 | 1770
6_report | 215 | 1770
2_1_floorplan | 141 | 1430
3_5_place_dp | 211 | 1700
4_1_cts | 215 | 1770
3_3_place_gp | 211 | 1700
[per-layer routing]
layer  part of all wire (%)  vias up
li1                       -      552
met2                     47       14
met4                    1.2        0
met3                    1.9        2
met5                      0        -
met1                     50      520
[power breakdown]
group          leakage, nW  switching [mW]  internal (mW)
logic                0.368          0.0972          0.123
registers            0.362          0.0474          0.396
clock network       0.0357           0.104          0.167
Power is estimated from default activity; no workload was simulated.
