### /design/flow/design.v
module lab2_alu_new (a_bus, b_bus, c_bus, f_4, cf_flag, zf_flag, ABusIndication, BBusIndication, CBusIndication);
	input [3:0] f_4; input [7:0] a_bus, b_bus;
	output logic cf_flag, zf_flag; output logic [7:0] c_bus, ABusIndication, BBusIndication, CBusIndication;
	always_latch begin  
		cf_flag = 0; zf_flag = 0;
		case (f_4)
		4'd1 : c_bus = b_bus;
		4'd2 : c_bus = a_bus;
		4'd3 : {cf_flag, c_bus} = a_bus + 1'b1;
		4'd4 : {cf_flag, c_bus} = b_bus + 1'b1;
		4'd5 : c_bus = a_bus;
		4'd6 : begin
			{cf_flag, c_bus} = a_bus + b_bus;
			if (c_bus == 0) begin
				zf_flag = 1; end
		end
		4'd7 : begin
			{cf_flag, c_bus} = a_bus - b_bus;
			if (c_bus == 0) begin
				zf_flag = 1; end
		end
		4'd8 : begin 
			c_bus = a_bus & b_bus;
			if (c_bus == 0) begin
				zf_flag = 1; end
		end
		4'd9 : begin 
			c_bus = a_bus | b_bus;
			if (c_bus == 0) begin
				zf_flag = 1; end
		end
		4'd10 : c_bus = a_bus << 1'b1;
		4'd11 : c_bus = a_bus >> 1'b1;
		default : ;
		endcase
		CBusIndication = c_bus; ABusIndication = a_bus; BBusIndication = b_bus;
	end
endmodule
`timescale 1ns / 1ps
module lab2_alu_new_tb ();
	logic cf_flag, zf_flag; logic [3:0] f_4; logic [7:0] a_bus, b_bus, c_bus;
	lab2_alu_new simulation(.a_bus(a_bus), .b_bus(b_bus), .f_4(f_4), .c_bus(c_bus), .cf_flag(cf_flag), .zf_flag(zf_flag));
	initial begin
		a_bus = 8'b00001011; b_bus = 8'b00000011;          
		#20 f_4 = 4'b0000;
		#20 f_4 = 4'b0001;
		#20 f_4 = 4'b0010;
		#20 f_4 = 4'b0011;		
		#20 f_4 = 4'b0100; 
		#20 f_4 = 4'b0101;
		#20 f_4 = 4'b0110;
		#20 f_4 = 4'b0111;
		#20 f_4 = 4'b1000; 
		#20 f_4 = 4'b1001;
		#20 f_4 = 4'b1010;
		#20 f_4 = 4'b1011;
		#10 b_bus = 8'b11110000; a_bus = 8'b11110000;
		#20 f_4 = 4'b0001; 
		#20 f_4 = 4'b0110;
		#20 f_4 = 4'b0111;
		#20 f_4 = 4'b1000;
		#20 f_4 = 4'b1001;
		#10 b_bus = 8'b11110000; a_bus = 8'b01110000;
		#20 f_4 = 4'b0111;
		#10 b_bus = 8'b00000000; a_bus = 8'b00000000;
		#20 f_4 = 4'b0001;
		#20 f_4 = 4'b0110;
		#20 f_4 = 4'b0111;
	end
endmodule
### /design/flow/run.sh
#!/bin/bash
# OpenROAD 26Q1-2900-gdf79404cd8, Yosys 0.63+post, stock flow scripts
make -C /OpenROAD-flow-scripts/flow DESIGN_CONFIG=/design/flow/config.mk WORK_HOME=/design/flow/orfs finish
### /design/flow/config.mk
export PLATFORM = sky130hd
export DESIGN_NAME = lab2_alu_new
export DESIGN_NICKNAME = lab2_alu_new
export VERILOG_FILES = /design/flow/design.v
export SDC_FILE = /design/flow/constraint.sdc
export NUM_CORES = 4
export LEC_CHECK = 1
export CORE_AREA = 10 10 114 114
export DIE_AREA = 0 0 124 124
export SYNTH_HDL_FRONTEND = slang
### /design/flow/constraint.sdc
current_design lab2_alu_new

set clk_period 7.0
set clk_io_pct 0.2

create_clock -name clk0 -period $clk_period

set non_clock_inputs [all_inputs -no_clocks]
set_input_delay [expr $clk_period * $clk_io_pct] -clock clk0 $non_clock_inputs
set_output_delay [expr $clk_period * $clk_io_pct] -clock clk0 [all_outputs]
==> flow_summary_export.csv <==
group,metric,value,unit
outcome,status,"complete, no violations",
synthesis,fa_ha_area_share,18.03,%
hold_path,hold_depth,2,
power,p_total,0.2009,mW
finish,fin_cells,486,
placement,placed_cells,486,
detailed_routing,routed_wl,7.760,mm
final_timing,untimed_endpoints,16,
floorplanning,core,10420,sq um
global_routing,antenna_found_initial,0,
synthesis,mux_share,5.866,%
final_timing,max_slew.worst_pin.slew,0.7656,ns
finish,largest_reg_flops,8,
finish,comb_area,1857,sq um
flow_run,tool_warnings,51,
synthesis,async_reset_ff_share,0,%
floorplanning,io_pins,54,
floorplanning,die_area,15380,sq um
finish,area_growth,22.71,%
floorplanning,initCoreUtil,22.11,%
detailed_routing,ant_nets,0,
final_timing,setup_violations,0,
global_routing,grt_overflow_total,0,
floorplanning,die_y,124,um
placement,portBuffers,54,
critical_path,cp-end-kind,"output port",
detailed_routing,diodes,0,
detailed_routing,num_vias,2404,
cts,post_cts_buffers,0,
global_routing,gr-usage-all-layers,9.747,%
critical_path,crit_arrival,4.62,ns
power,p_per_area,71.07,nW/um^2
final_timing,fin_crit_sh,86.03,%
placement,gp_congestion,0.9591,
synthesis,yosys_area,2303,sq um
synthesis,logic_family,"AND-OR/OR-AND gates",
detailed_routing,avgViaCountPerCell,4.947,
hold_path,hp-class,"input port to output port",
detailed_routing,wl_per_cell,15.97,um
synthesis,ys.flop_type,"dlxtp_1",
hold_path,min_from,"b_bus[7]",
finish,final_cell_mix,"clkdlybuf4s50_1 (54), nor2_1 (33), inv_1 (30), ha_1 (30), a21oi_1 (24)",
floorplanning,rows,37,
power,p_leak,1.142,nW
placement,pre_cts_slack,0.9923,ns
global_routing,grt_first_pass_wirelength,12.23,mm
synthesis,edf_count,0,
synthesis,synth-simple-area-share,24.71,%
synthesis,synthesis.area,2303,sq um
finish,regArea,120.1,sq um
synthesis,synthAoiAreaFrac,26.67,%
final_timing,report.final.slew_viol_count,0,
hold_path,min_to,"BBusIndication[7]",
synthesis,postSynthCellCount,326,
cts,cts_hold_buf,0,
synthesis,synth.distinct_cells,62,
final_timing,unclocked_regs,8,
placement,place_hpwl,6.579,mm
global_routing,grt_start_max_net_pins,22,
synthesis,yosys_cells,326,
finish,final_core_util,27.14,%
synthesis,syn-mean-instance-area,7.066,sq um
final_timing,period_needed,6.022,ns
final_timing,hold_viol,0,
global_routing,first_global_vias,2356,
detailed_routing,drcViolationCount,0,
detailed_routing,firstDrtPassIters,5,
finish,fillers,1149,
cts,cts_resized,0,
synthesis,synth-xor-area-share,5.323,%
critical_path,criticalPathCategory,"input port to output port",
synthesis,yosys_warnings,0,
critical_path,required,5.60,ns
floorplanning,dieWidth,124,um
critical_path,cp-start-kind,"input port",
final_timing,setup_tns,0,ns
synthesis,synth_flops,8,
final_timing,fin_ws,0.9778,ns
power,ir_drop,0.00002726,V
finish,drive_above_1_share,5.143,%
detailed_routing,drt_iter0_markers,231,
final_timing,max_slew_margin,48.80,%
flow_run,cap_violations,0,
final_timing,rsz0062_at_grt,"false",
final_timing,max_freq,166.1,MHz
critical_path,worst-path-max-fanout,10,
finish,mostFrequentLayoutCell,"clkdlybuf4s50_1",
worst max path at each step:
stage	slack (ns)	end	from	cells past startpoint
after CTS	0.99	CBusIndication[6]	a_bus[2]	10
after global routing	0.81	zf_flag	b_bus[3]	10
final	0.98	CBusIndication[6]	a_bus[2]	10
synthesized netlist by cell type (5+ instances only):
cell type	instances	area, sq um
a21oi_1	24	120.1
a22oi_1	8	60.06
and2_1	5	31.28
and3_1	6	37.54
buf_2	9	45.04
buf_4	16	120.1
clkbuf_1	6	22.52
dlxtp_1	8	120.1
ha_1	30	375.4
inv_1	30	112.6
nand2_1	17	63.81
nand2b_1	5	31.28
nand3_1	13	65.06
nand4_1	7	43.79
nor2_1	33	123.9
nor2b_1	5	31.28
nor3_1	6	30.03
o21ai_0	22	110.1
xnor2_1	12	105.1
power by group:
| group | leakage (nW) | internal [mW] | switching (mW) |
|---|---|---|---|
| Clock | 0 | 0 | 0 |
| Combinational | 1.08 | 0.0919 | 0.0985 |
| Sequential | 0.0631 | 0.00850 | 0.00198 |
| Total | 1.14 | 0.100 | 0.100 |
worst max-delay path: stages:
cell and delay (ns):
clkdlybuf4s50_1 0.71, inv_1 0.15, ha_1 0.49, nand2b_1 0.16, a2bb2oi_1 0.11, a221o_2 0.38, xnor2_1 0.15, a221oi_1 0.53
a21oi_1 0.12, clkdlybuf4s50_1 0.43
layout make-up:
cell class,count,share of cell area [%]
inverter,31,4.117
tap,136,6.020
timing repair buffer,57,19.92
multi-input combinational,254,65.69
sequential,8,4.250
kinds of logic after synthesis:
logic type	Yosys count
mux	8
latches	8
compound gates	89
buf+inv	64
simple gates	111
xor+xnor	14
fa+ha+maj	32
per-stage QoR:
step                instance area, sq um  hold WS (ns)
floorplan                           2303         2.866
global placement                    2826         3.780
detailed placement                  2826         3.776
CTS                                 2826         3.776
global route                        2826         3.798
finish                              2826         3.763
routing by layer:
metal	GRT usage, %	wire, um
met5	0	0
met4	0.9353	102
met3	1.194	545
met2	16.26	3661
met1	13.69	3451
No activity file was given, so power comes from the tool's default toggle rates.
