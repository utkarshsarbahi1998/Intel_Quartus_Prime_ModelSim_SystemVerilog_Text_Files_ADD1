==> /design/flow/design.v <==
module fsm_stopwatch (start_stop, lap_reset, reset, clock_10, clock_50M, HEX0, HEX1, HEX2, HEX3, HEX4, HEX5, HEX6, HEX7);
	input start_stop, lap_reset, reset, clock_10, clock_50M;
	output logic [6:0] HEX0, HEX1, HEX2, HEX3, HEX4, HEX5, HEX6, HEX7;
	logic [1:0] current_state, next_state; 
	logic [3:0] timer_0, timer_1, timer_2, timer_3, lap_0, lap_1, lap_2, lap_3; 
	parameter RESET = 2'b00; parameter TIMER_START = 2'b01; parameter TIMER_STOP = 2'b10; parameter LAP = 2'b11; 
	always_ff @ (posedge clock_50M)
	begin
		if (!reset)
			current_state <= RESET;
		else
			current_state <= next_state;
	end
	always_ff @ (posedge clock_10)
	begin
		case (current_state)
		RESET : begin
			timer_0 <= 4'd0; timer_1 <= 4'd0; timer_2 <= 4'd0; timer_3 <= 4'd0;
			lap_0 <= 4'd0; lap_1 <= 4'd0; lap_2 <= 4'd0; lap_3 <= 4'd0;
			if (!start_stop)
				next_state <= TIMER_START;
			else if (start_stop)
				next_state <= RESET;
		end
		TIMER_START : begin
			if (timer_0 == 4'd9)
			begin
				timer_0 <= 4'd0;
				if (timer_1 == 4'd9)
				begin
					timer_1 <= 4'd0;
					if (timer_2 == 4'd5)
					begin
						timer_2 <= 4'd0;
						if (timer_3 == 4'd9)
							timer_3 <= 4'd0;
						else
							timer_3 <= timer_3 + 4'd1;
					end
					else
						timer_2 <= timer_2 + 4'd1;
				end
				else
					timer_1 <= timer_1 + 4'd1;
			end
			else
				timer_0 <= timer_0 + 4'd1;
			if (!start_stop)
				next_state <= TIMER_STOP;
			else if (!lap_reset)
				next_state <= LAP;
			else if (start_stop || lap_reset)
				next_state <= TIMER_START;
		end
		TIMER_STOP : begin
			if (!start_stop)
				next_state <= TIMER_START;
			else if (!lap_reset)
				next_state <= RESET;
			else
				next_state <= TIMER_STOP;
		end
		LAP : begin
			lap_0 <= timer_0; lap_1 <= timer_1;	lap_2 <= timer_2;	lap_3 <= timer_3;
			next_state <= TIMER_START;
		end
		default : begin
			next_state <= current_state;
			timer_0 <= 4'd0; timer_1 <= 4'd0; timer_2 <= 4'd0;	timer_3 <= 4'd0;
		end
		endcase
	end
	char7seg digit_0 (.value (timer_0), .char7seg_out (HEX0));
	char7seg digit_1 (.value (timer_1), .char7seg_out (HEX1));
	char7seg digit_2 (.value (timer_2), .char7seg_out (HEX2));
	char7seg digit_3 (.value (timer_3), .char7seg_out (HEX3));
	char7seg digit_4 (.value (lap_0), .char7seg_out (HEX4));
	char7seg digit_5 (.value (lap_1), .char7seg_out (HEX5));
	char7seg digit_6 (.value (lap_2), .char7seg_out (HEX6));
	char7seg digit_7 (.value (lap_3), .char7seg_out (HEX7));
	endmodule
module char7seg (value, char7seg_out);
	input [3:0] value;
	output logic [6:0] char7seg_out;
	always_comb begin
		case (value)
		4'd0: char7seg_out = 7'b1000000;
		4'd1: char7seg_out = 7'b1111001;
		4'd2: char7seg_out = 7'b0100100;
		4'd3: char7seg_out = 7'b0110000;
		4'd4: char7seg_out = 7'b0011001;
		4'd5: char7seg_out = 7'b0010010;
		4'd6: char7seg_out = 7'b0000010;
		4'd7: char7seg_out = 7'b1111000;
		4'd8: char7seg_out = 7'b0000000;
		4'd9: char7seg_out = 7'b0010000;
		default: char7seg_out = 7'b1111111;
		endcase
	end
endmodule
==> /design/flow/run.sh <==
#!/bin/bash
# OpenROAD 26Q1-2900-gdf79404cd8, Yosys 0.63+post, stock flow scripts
make -C /OpenROAD-flow-scripts/flow DESIGN_CONFIG=/design/flow/config.mk WORK_HOME=/design/flow/orfs finish
==> /design/flow/config.mk <==
export PLATFORM = sky130hd
export DESIGN_NAME = fsm_stopwatch
export DESIGN_NICKNAME = fsm_stopwatch
export VERILOG_FILES = /design/flow/design.v
export SDC_FILE = /design/flow/constraint.sdc
export NUM_CORES = 4
export LEC_CHECK = 1
export CORE_UTILIZATION = 40
==> /design/flow/constraint.sdc <==
current_design fsm_stopwatch

set clk_period 4.7
set clk_io_pct 0.2

create_clock -name clk0 -period $clk_period [get_ports {clock_10}]
create_clock -name clk1 -period $clk_period [get_ports {clock_50M}]

set non_clock_inputs [all_inputs -no_clocks]
set_input_delay [expr $clk_period * $clk_io_pct] -clock clk0 $non_clock_inputs
set_output_delay [expr $clk_period * $clk_io_pct] -clock clk0 [all_outputs]
==> impl_metrics.json <==
{
  "status": "finished clean",
  "holdPathEnd": "next_state[0]",
  "vias_per_cell": 4.935,
  "edf_count": 34,
  "drv_slew": 0,
  "die_h_um": 112.3,
  "wl_mm": 8.548,
  "cpPeakStageDelay_ns": 0.48,
  "comb_power_share": 0.225,
  "ir_worst_vdd_uv": 210.6,
  "hpwl_mm": 6.097,
  "remaining_drc_errors": 0,
  "synth.distinct_cells": 60,
  "p_int_mw": 1.749,
  "grt_pass1_wl_mm": 14.75,
  "hp-class": "reg -> reg",
  "p_sw_frac": 0.2470,
  "switchingPower_uw": 573.8,
  "coreArea_sq_um": 11610,
  "fp_util": 0.4191,
  "grt_remaining_overflow": 0,
  "yosysWarnings": 2,
  "tightest_slew_ns": 0.7023,
  "warning_count": 65,
  "boundaryPins": 61,
  "clkSinkCount": 92,
  "cts_setup_buffers": 0,
  "fillers": 1061,
  "syn_area_sq_um": 4867,
  "hold-worst-slack_ns": 0.5358,
  "first_pass_iters": 15,
  "synth_top_cell_by_count": "dfxtp_1",
  "hold_violations": 0,
  "ant_nets": 0,
  "numPortBuffers": 59,
  "hold_depth": 1,
  "rows": 39,
  "ys_cells": 501,
  "grt_max_degree": 38,
  "power.leakage_nw": 2.606,
  "clk_pin_slew_ns": 0.06,
  "combGateArea_sq_um": 2404,
  "grt_setup_unrepaired": "false",
  "drv_cap": 0,
  "drt_iter0_markers": 151,
  "hold_buffers": 0,
  "topCellsByArea": "dfxtp_1 24%, edfxtp_1 21%, ha_1 13%",
  "async_flop_share": 0,
  "regArea_sq_um": 2182,
  "critical_path_class": "reg -> reg",
  "power_frac_seq": 0.434,
  "crit_chain": "inv_1 -> ha_1 -> and4b_2 -> o22ai_4 -> inv_8 -> nand2_8 -> mux2i_2 -> ha_1 -> inv_1 -> mux2_2 -> a2bb2oi_1",
  "cts_tree": "yes",
  "yosys.area.top_type": "dfxtp_1",
  "antenna_cells": 0,
  "worst_r2r_endpoint": "HEX3[0]",
  "p_per_area_nw_per_um2": 392.1,
  "path_buffers": 3,
  "fin_skew_ns": 0.006725,
  "worstHoldStart": "current_state[1]",
  "place_congestion": 0.8257,
  "synthCells": 501,
  "pre_cts_slack_ns": 1.817,
  "ctsResizeCount": 0,
  "startpoint_type": "flip-flop",
  "chipArea_sq_um": 12610,
  "postLayoutCoreUtil": 0.5100,
  "die_x_um": 112.3,
  "crit_family": "multiplexers",
  "via_count": 3514,
  "cp-end-kind": "flip-flop",
  "r2r_cells": 11,
  "synth_chip_area_sq_um": 4867,
  "grt_pass1_vias": 3246,
  "setup_slack_ns": 1.933,
  "grtUsageTotal": 0.1473,
  "layout-drive-gt1-share": 0.06151,
  "setup_viol": 0,
  "top_cell_area_share": 0.2386,
  "synthFlopType": "dfxtp_1",
  "tns_ns": 0,
  "slew_headroom": 0.5267,
  "crit_fanout": 18,
  "slowest_stage": "mux2i_2",
  "r2r-start": "current_state[1]",
  "syn_to_final_growth_pct": 21.70,
  "critPathRequiredTime_ns": 4.97,
  "wl_per_cell_um": 12.01,
  "ys_seq_frac": 0.4483,
  "reg2reg_setup_slack_ns": 1.93,
  "power_frac_clock": 0.341,
  "yosys_register_bits": 92,
  "top_cells_by_count": "58 x dfxtp_1, 52 x ha_1, 52 x inv_1",
  "antenna_found_initial": 0,
  "cp.arrival_ns": 3.03,
  "synth_area_per_cell_sq_um": 9.715
}
-- cell families (layout without fill, tap and decap cells) --
group                    count (synthesis)  count (layout)  synth area share
adder cells (fa/ha/maj)                 52              52            0.1337
XOR/XNOR                                10              10           0.01800
AND/OR/NAND/NOR                        136             136            0.1311
flip-flops                              92              92            0.4483
buffers and inverters                   67             134           0.05861
AND-OR/OR-AND                          130             130            0.1784
multiplexers                            13              13           0.03110
other                                    1               2         0.0007705
-- metrics by stage --
stage | area (sq um) | instances | power, mW
final | 5923 | 712 | 2.323
after global routing | 5923 | 712 | 2.462
after CTS | 5923 | 712 | 2.356
after detailed placement | 5577 | 693 | 1.550
after global placement | 5577 | 693 | 1.546
after floorplan | 4871 | 502 | 1.304
-- flip-flops by register name, indices dropped and copies added, names as in the netlist, 7 cells and up --
name  cells
HEX0      7
HEX1      7
HEX2      7
HEX3      7
HEX4      7
HEX5      7
HEX6      7
HEX7      7
-- how the worst max path moves through the flow --
stage / from / end / slack, ns / cells past startpoint
6_report: current_state[1] / HEX3[0] / 1.93 / 11
5_1_grt: current_state[1] / HEX3[3] / 1.67 / 11
4_1_cts: current_state[1] / HEX3[0] / 1.94 / 11
-- area by class of cell --
type,count,area share
well taps,143,0.03021
multi-input cells,343,0.4058
inverters,55,0.03612
repair buffers,60,0.1010
clock buffers,19,0.05851
flip-flops and latches,92,0.3684
-- layer usage --
metal / global-route usage / wire (um) / vias to the layer above
li1: - / - / 1842
met1: 0.2228 / 4275 / 1560
met2: 0.2166 / 3585 / 91
met3: 0.04128 / 452 / 21
met4: 0.03911 / 235 / 0
met5: 0 / 0 / -
-- placed cells by master, fill, tap and decap left out, types with 2 or more instances in the layout --
cell	count
o22ai_1	7
o21ai_1	4
a2bb2oi_1	5
o21ai_0	15
a21oi_1	51
nor2_1	41
mux2_2	4
nand2_1	50
and3_1	3
nor2b_1	6
nand3b_1	3
and2_1	5
a22oi_1	10
clkbuf_8	2
inv_1	52
xnor2_1	8
conb_1	2
nand2b_1	6
a31o_2	2
xor2_1	2
clkbuf_1	5
clkdlybuf4s50_1	59
nand3_1	5
inv_2	2
mux2i_1	7
a21o_1	4
clkbuf_16	12
dfxtp_1	58
nor3_1	9
o21a_1	15
edfxtp_1	34
ha_1	52
a21oi_2	2
-- power by group through the flow --
stage / Combinational [mW] / Sequential, mW / Clock, mW
global route: 0.590 / 1.02 / 0.851
CTS: 0.529 / 1.01 / 0.819
finish: 0.523 / 1.01 / 0.793
Power is estimated from default activity; no workload was simulated.
